==> design.v <==
`timescale 1ns / 1ps
module Pro1(A, B, OPCODE, Y, N, Z, C, V);
    input [3:0] A,B,OPCODE;
    output reg [3:0] Y; 
    output  reg N, Z, C, V;
    function Comparing;
        input [1:0] A1, B1;
        if(A1 > B1)
            Comparing = 1'b1;
        else
            Comparing = 1'b0;
    endfunction
    function BitAdder;
        input A2, B2, Cin;
        reg [1:0] mid;
        begin
            mid = A2 + B2 + Cin;
            BitAdder = Comparing(mid, 2'b01);   
        end 
    endfunction
    function Calcout;
        input [3:0] AA, BB;
        reg [3:0] tmpsum; 
        reg Carry;
        begin
            Carry = BitAdder(AA[0], BB[0], 0);
            Carry = BitAdder(AA[1], BB[1], Carry);
            Carry = BitAdder(AA[2], BB[2], Carry);
            Calcout = BitAdder(AA[3], BB[3], Carry);
        end       
    endfunction
    function Calcin;
        input [3:0] AA1, BB1;
        reg [3:0] tmpsum; 
        reg Carry;
        begin
            tmpsum[0] = AA1[0] + BB1[0];
            Carry = BitAdder(AA1[0], BB1[0], 0);
            Carry = BitAdder(AA1[1], BB1[1], Carry);
            Calcin = BitAdder(AA1[2], BB1[2], Carry);
        end
    endfunction
    always @(A, B, OPCODE) begin
        case(OPCODE)
            4'b0001  : Y = A & B;
            4'b0010  : Y = A | B;
            4'b0011  : Y = ~A;
            4'b0100  : Y = A ^ B;
            4'b0101  : Y = A << B;
            4'b0110  : Y = A >>> B;
            4'b0111  : Y = A >> B;
            4'b1000  : Y = A + B;
            4'b1001  : Y = A - B;
            default  : Y = 0;
        endcase
        N = 0; Z = 0; C = 0; V = 0;
        if((A < B) && (OPCODE == 4'b1001)) 
            N = 1;
        if(Y == 0)
            Z = 1;
        if(Calcout(A, B) == 1'b1)
            C = 1;
        if(Calcin(A, B) != Calcout(A, B))
            V = 1;
    end
endmodule
`timescale 1ns / 1ps
module Top_module(clk, rst, switches, leds, seven_seg, seven_enable, btn);
    input clk, rst;			 
    input [1:0] btn;			 
    input [15:0] switches;			 
    output [3:0] leds;				 
    output reg [6:0] seven_seg;		 
    output reg [3:0] seven_enable;	 
    reg [3:0] A, B;
    reg [3:0] SEL;
    reg [3:0] LED_BCD;
    reg [19:0] refresh_counter;
    wire [3:0] Yout;
    wire [1:0] LED_activating_counter; 
    always @ (posedge clk or posedge rst)
    begin
        if (rst)
        begin
            A <= 0;
            B <= 0;
            SEL <= 0;
        end
        else
        begin
            if (btn[0])
                A <= switches[11:8];
                B <= switches[7:4];
            if (btn[1])
                SEL <= switches[3:0];
        end
    end
    Pro1 task4A(.A(A), .B(B), .OPCODE(SEL), .Y(Yout), .N(leds[3]), .Z(leds[0]), .C(leds[1]), .V(leds[2]));
    always @ (posedge clk or posedge rst)
    begin 
        if(rst==1)
            refresh_counter <= 0;
        else
            refresh_counter <= refresh_counter + 1;
    end
    assign LED_activating_counter = refresh_counter[19:18];
    always @(*)
    begin
        case(LED_activating_counter)
        2'b00: begin
            seven_enable = 4'b0111; 
            LED_BCD = Yout / 4096;
              end
        2'b01: begin
            seven_enable = 4'b1011; 
            LED_BCD = (Yout % 4096) / 256;
              end
        2'b10: begin
            seven_enable = 4'b1101; 
            LED_BCD = ((Yout % 4096) % 256) / 16;
                end
        2'b11: begin
            seven_enable = 4'b1110; 
            LED_BCD = ((Yout % 4096) % 256) % 16;  
               end
        endcase
    end
    always @(*)
    begin
      case(LED_BCD)
        4'b0000: seven_seg = 7'b0000001;  
        4'b0001: seven_seg = 7'b1001111;  
        4'b0010: seven_seg = 7'b0010010;  
        4'b0011: seven_seg = 7'b0000110;  
        4'b0100: seven_seg = 7'b1001100;  
        4'b0101: seven_seg = 7'b0100100;  
        4'b0110: seven_seg = 7'b0100000;  
        4'b0111: seven_seg = 7'b0001111;  
        4'b1000: seven_seg = 7'b0000000;  
        4'b1001: seven_seg = 7'b0000100;  
        4'b1010: seven_seg = 7'b0001000;  
        4'b1011: seven_seg = 7'b1100000;  
        4'b1100: seven_seg = 7'b0110001;  
        4'b1101: seven_seg = 7'b1000010;  
        4'b1110: seven_seg = 7'b0110000;  
        4'b1111: seven_seg = 7'b0111000;  
        default: seven_seg = 7'b0000001;  
        endcase
    end
endmodule
==> run.sh <==
#!/bin/bash
# OpenROAD 26Q1-2900-gdf79404cd8, Yosys 0.63+post, stock flow scripts
make -C /OpenROAD-flow-scripts/flow DESIGN_CONFIG=/design/flow/config.mk WORK_HOME=/design/flow/orfs finish
==> config.mk <==
export PLATFORM = sky130hd
export DESIGN_NAME = Top_module
export DESIGN_NICKNAME = Top_module
export VERILOG_FILES = /design/flow/design.v
export SDC_FILE = /design/flow/constraint.sdc
export NUM_CORES = 4
export LEC_CHECK = 1
export CORE_UTILIZATION = 50
==> constraint.sdc <==
current_design Top_module

set clk_period 4.5
set clk_io_pct 0.2

create_clock -name clk0 -period $clk_period [get_ports {clk}]

set non_clock_inputs [all_inputs -no_clocks]
set_input_delay [expr $clk_period * $clk_io_pct] -clock clk0 $non_clock_inputs
set_output_delay [expr $clk_period * $clk_io_pct] -clock clk0 [all_outputs]
==> results.py <==
# Synthesis and PnR figures
metrics = {
    "sta": {
        "worst_slew_margin_rel_pct": 59.0,
        "timing.fmax_mhz": 233,
        "slew_viol_final": 0,
        "layout_setup_ws_ns": 0.207,
        "worst_slew_pin_slew_ns": 0.610,
        "totalNegativeSetupSlack_ns": 0,
        "period_needed_ns": 4.29,
        "finalSetupViolations": 0,
        "finalHoldViolations": 0,
        "finalCritPeriodShare_pct": 95.4,
        "finalClockSkew_ns": 0.00623,
    },
    "critical_path": {
        "end_kind": "output port",
        "path_max_fanout": 4,
        "critPathKind": "reg2out",
        "crit_required_ns": 3.60,
        "critPathArrivalTime_ns": 3.39,
        "r2r_slack_ns": 2.77,
        "r2r_cells": 5,
        "cpPeakStageDelay_ns": 0.59,
        "r2r_start": "refresh_counter[0]",
        "cp_slowest_cell": "or4_4",
        "crit_chain": "inv_2 > ha_1 > inv_1 > fa_1 > xnor2_1 > a22oi_2 > o32ai_1 > or4_4 > o21ba_1 > a21bo_1 > o21ai_1 > clkdlybuf4s50_1",
        "reg2reg_to": "refresh_counter[12]",
        "start_kind": "flip-flop",
    },
    "min_path": {
        "hold_path_depth": 1,
        "hold_start": "refresh_counter[7]",
        "hp-class": "reg2reg",
        "hold_end": "refresh_counter[7]",
    },
    "routing": {
        "drtIter0Drc": 125,
        "via_per_inst": 5.47,
        "ant_nets": 0,
        "wirelength_um": 4630,
        "vias": 1844,
        "firstDrtPassIters": 4,
        "drc": 0,
        "num_antenna_cells": 0,
        "post_drt_wl_per_cell_um": 13.7,
    },
    "yosys": {
        "ys_cells": 253,
        "async_reset_ff_share_pct": 100,
        "ys_area_mm2": 0.00242,
        "synth_warnings": 2,
        "syn_avg_cell_area_um2": 9.58,
        "syn_inst": 253,
        "synth.area.top_cells": "dfrtp_1, ha_1, xnor2_1",
        "synth.cell_area_mm2": 0.00242,
        "flop_cell": "dfrtp_1",
        "top_cell_area_share_pct": 33.0,
        "synth_seq_share_pct": 33.0,
        "ys_ff": 32,
        "yosysUniqueCellTypes": 54,
        "edf_count": 0,
        "largest_area_cell": "dfrtp_1",
    },
    "power_and_ir_drop": {
        "p_leak_nw": 1.29,
        "pwr-share-comb_pct": 25.5,
        "ir_drop_uv": 300,
        "swShare_pct": 27.4,
        "switching_power_mw": 0.201,
        "p_clk_share_pct": 31.3,
        "power_density_mw_per_mm2": 253,
        "power_frac_seq_pct": 43.3,
        "p_int_mw": 0.531,
    },
    "clock_network": {
        "numCtsBuffers": 5,
        "cts_htree_levels": 2,
        "clock-root-buffer": "clkbuf_8",
        "clk_pin_slew_worst_paths_ns": 0.06,
        "cts_tree": "yes",
        "hold_buffers": 0,
        "clock_latency_ns": 0.27,
        "clk_path_buf_depth": 2,
        "cts.sinks": 32,
    },
    "layout": {
        "drive_above_1_share_pct": 14.4,
        "synthToLayoutAreaGrowth_pct": 19.4,
        "nFillCells": 366,
    },
    "floorplanning": {
        "chip_area_mm2": 0.00513,
        "rows": 24,
        "core_region_area_mm2": 0.00450,
        "fp.dieH_um": 71.6,
        "die_x_um": 71.6,
        "fp_util_pct": 53.8,
        "io_pins": 35,
    },
    "flow_run": {
        "cap_violations": 0,
        "log.warning_count": 43,
    },
    "global_routing": {
        "grt-ovfl-total": 0,
        "antenna_found_initial": 0,
        "grt_pass1_vias": 1711,
        "grt_start_max_net_pins": 33,
        "grt_usage_pct": 20.6,
        "grt_pass1_wl_um": 8110,
    },
    "placed_design": {
        "gp_congestion": 0.926,
        "place_ws_ns": 0.291,
        "post-dp-hpwl_um": 3440,
        "portBuffers": 30,
    },
    "run_status": {
        "outcome": "completed",
    },
}
==> metal layers <==
layer  part of all wire (%)  vias to the layer above  global-route usage [%]
met5                      0                        -                       0
met4                    1.6                        0                    3.27
met3                    3.9                        7                    3.14
met2                     44                       38                    30.3
met1                     50                      851                    34.4
li1                       -                      948                       -
==> cell families after synthesis <==
kind of cell	Yosys count	share of synthesized area [%]
buf+inv	32	6.81
xor+xnor	22	7.95
mux	14	6.09
fa+ha+maj	23	12.5
compound gates	46	14.2
flops	32	33.0
simple gates	84	19.4
==> cell usage in the layout, fill, tap and decap left out, types with 3 or more instances in the layout <==
cell type         n
nand2_1          17
mux2i_1           8
mux2_2            5
o21ai_0           7
a21oi_1          13
clkdlybuf4s50_1  30
xnor2_1          17
nand3b_1          4
nand2b_1          6
ha_1             19
and3_1            7
nand3_1          12
nor3_1            6
clkbuf_8          7
inv_1            14
nor2_1           12
buf_4             9
inv_2             3
xor2_1            5
dfrtp_1          30
o32ai_1           4
==> how the worst max path moves through the flow <==
stage         startpoint      endpoint  slack (ns)  depth (start not counted)
CTS                 A[1]  seven_seg[0]        0.02                         12
global route        B[0]  seven_seg[1]       -0.04                         13
finish              A[0]  seven_seg[6]        0.21                         12
==> repair_timing <==
| action | CTS | global route |
|---|---|---|
| setup endpoints to repair | 1 | 5 |
| cloned | 0 | 0 |
| endpoints found under the hold margin | 0 | 0 |
| gates resized | 0 | 11 |
| setup buffers | 1 | 3 |
| pin swaps | 0 | 3 |
==> power by group through the flow <==
stage | Sequential, mW | Combinational [mW] | Clock (mW)
4_1_cts | 0.315 | 0.180 | 0.239
5_1_grt | 0.320 | 0.209 | 0.252
6_report | 0.316 | 0.186 | 0.229
==> through the flow <==
stage	power, mW	hold slack, ns	cells	util [%]	instance area, um2
floorplan	0.454	0.434	253	-	2420
global placement	0.500	0.449	326	60.7	2730
detailed placement	0.499	0.455	326	60.7	2730
CTS	0.735	0.467	334	63.0	2840
global route	0.781	0.474	337	64.3	2900
finish	0.731	0.466	337	64.3	2900
==> layout make-up <==
cell class	instances	area [um2]	area share, %
Clock buffer	7	96.3	3.33
Timing Repair Buffer	40	379	13.1
Sequential cell	32	803	27.7
Multi-Input combinational cell	189	1490	51.4
Tap cell	52	65.1	2.25
Inverter	17	63.8	2.20
==> registers in the layout (all words and copies together), names as in the netlist <==
register	flops
SEL	4
A	4
B	4
refresh_counter	20
==> synthesized netlist by cell type (2+ instances only) <==
cell,n
dfrtp_1,32
ha_1,21
nand2_1,17
xnor2_1,17
inv_1,15
nand3_1,14
a21oi_1,13
nor2_1,12
mux2i_1,8
and3_1,7
o21ai_0,7
buf_2,6
nand2b_1,6
nor3_1,6
mux2_2,5
xor2_1,5
buf_4,4
nand3b_1,4
o32ai_1,4
buf_6,3
nor3b_1,3
a211o_1,2
a21o_1,2
a22oi_1,2
clkbuf_1,2
fa_1,2
inv_2,2
nand4_1,2
nand4bb_1,2
o21bai_1,2
o22a_1,2
or3_1,2
==> critical path, delay by kind of cell (launching register included) <==
family	cells	cell delay, ns
buf+inv	3	0.59
xor+xnor	1	0.15
compound gates	5	0.81
fa+ha+maj	2	0.57
simple gates	1	0.59
flops	1	0.40
Power is estimated from default activity; no workload was simulated.
