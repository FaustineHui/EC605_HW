**flow/constraint.sdc**
```tcl
current_design Task3

set clk_period 3.5
set clk_io_pct 0.2

create_clock -name clk0 -period $clk_period [get_ports {clk}]

set non_clock_inputs [all_inputs -no_clocks]
set_input_delay [expr $clk_period * $clk_io_pct] -clock clk0 $non_clock_inputs
set_output_delay [expr $clk_period * $clk_io_pct] -clock clk0 [all_outputs]
```
**flow/design.v**
```verilog
`timescale 1ns / 1ps
module Clock_Divider(clk,Modclk
    );
input clk;
output reg Modclk; 
reg[27:0] counter;
parameter DIVISOR = 28'd100000000;
initial counter = 0;
always @(posedge clk)
begin
 counter <= counter + 28'd1;
 if(counter>=(DIVISOR-1))
  counter <= 28'd0;
 Modclk <= (counter<DIVISOR/2)?1'b1:1'b0;
end
endmodule
`timescale 1ns / 1ps
module Counter(clk, rst, direction, maximum, pause, count);
    input clk, rst, direction, pause;
    input [7:0] maximum;
    output reg [7:0] count;
    initial count = 8'b00000000;
    always @ (posedge clk or posedge rst)
    begin
        if (rst == 1)
            count <= 8'b00000000;
        else
            begin
            if(pause == 1)
                count = count;
            else
                begin
                if (direction == 1'b0)
                    begin
                        if(count == 8'b00000000)
                            count <= maximum;
                        else
                            count <= count - 1;                        
                    end
                else
                    begin
                        if(count == maximum)
                            count <= 8'b00000000;
                        else
                            count <= count + 1;                       
                    end
                end
            end
    end
endmodule
`timescale 1ns / 1ps
module Task3(clk, rst, sw0, sw1, sw2, counter, Led
    );
    input clk, rst, sw0, sw1, sw2;
    input [7:0] counter;
    output reg [3:0] Led;
    reg state;
    wire Modclk;
    wire [7:0] Count_Number;
    initial state = 1;
    initial Led = 0;
    Clock_Divider clock(.clk(clk), .Modclk(Modclk));
    Counter count(Modclk, rst, 0, counter, sw2, Count_Number);
    always @ (posedge Modclk,posedge rst)
        begin
        if(rst == 1)
            Led <= 4'b0000;
        else
            if(sw2 == 1 || sw0 == sw1)
                state = state;
            else
                begin
                if(state != 0 && Count_Number == 0 && sw0 == 1)
                    begin
                    if(Led == 0)
                        begin
                        Led <= 4'b0001;
                        end
                    else if(Led == 4'b1000)
                        begin
                        Led <= 0;
                        state <= 1;
                        end
                    else 
                        begin
                        Led <= Led << 1;
                        end
                    end
                else if(state != 0 && Count_Number == 0 && sw1 == 1)
                    begin
                    if(Led == 0)
                        begin
                        Led <= 4'b1000;
                        end
                    else if(Led == 4'b0001)
                        begin
                        Led <= 0;
                        state <= 1;
                        end
                    else 
                        begin
                        Led <= Led >> 1;
                        end
                    end  
                else
                    state = state;             
                end
        end
endmodule
```
**flow/run.sh**
```bash
#!/bin/bash
# OpenROAD 26Q1-2900-gdf79404cd8, Yosys 0.63+post, stock flow scripts
make -C /OpenROAD-flow-scripts/flow DESIGN_CONFIG=/design/flow/config.mk WORK_HOME=/design/flow/orfs finish
```
**flow/config.mk**
```make
export PLATFORM = sky130hd
export DESIGN_NAME = Task3
export DESIGN_NICKNAME = Task3
export VERILOG_FILES = /design/flow/design.v
export SDC_FILE = /design/flow/constraint.sdc
export NUM_CORES = 4
export LEC_CHECK = 1
export CORE_UTILIZATION = 30
```
==> results.json <==
{
  "synth.top_cell.area_share": 0.2601,
  "yosys.stat.seqShare": 0.3946,
  "max_freq_mhz": 446.9,
  "path_class": "reg -> reg",
  "hold_viol": 0,
  "swShare": 0.2212,
  "worst_slew_pin_slew_ps": 600.7,
  "vias": 1770,
  "ys_cells": 235,
  "intPower_w": 0.0005478,
  "hold_buffers": 0,
  "p_seq_frac": 0.500,
  "synth.distinct_cells": 50,
  "cts_resized": 0,
  "drt-wirelength-per-cell_um": 12.07,
  "synth_area_um2": 2232,
  "pwr-share-clk": 0.429,
  "dr_wl_met2_um": 1863,
  "ys.flop_type": "dfxtp_1",
  "die_h_um": 88.26,
  "drive_gt1_frac": 0.1160,
  "rsz0062_at_grt": "false",
  "untimed_endpoints": 16,
  "worst_hold_slack_ps": 475.6,
  "hp-class": "reg -> reg",
  "slew_headroom": 0.5964,
  "unclocked_pins": 12,
  "wirelength_um": 4211,
  "top_layer_used": "met4",
  "syn2layout_area_growth_pct": 14.24,
  "finalCriticalPeriod_ps": 2237,
  "dieWidth_um": 88.26,
  "die-area_um2": 7790,
  "fp_util": 0.3094,
  "num-fill-cells": 755,
  "cp-start-kind": "flop",
  "period_used_share": 0.6393,
  "ys_top_cells_by_count": "29 x dfxtp_1, 16 x inv_1, 14 x nor3_1",
  "report.final.setup_viol": 0,
  "topCellsByArea": "dfxtp_1 26%, dfrtp_1 13%, a211oi_1 4.0%",
  "p_leak_nw": 0.8759,
  "first_pass_iters": 4,
  "insertion_delay_ps": 280,
  "grt_pass1_vias": 1540,
  "most_common_cell": "dfxtp_1",
  "grt_pass1_wl_um": 7217,
  "reg2reg_from": "clock.counter[20]",
  "p_sw_w": 0.0001556,
  "wl_met1_um": 2144,
  "postLayoutCellArea_um2": 2550,
  "warnings": 26,
  "clock-root-buffer": "clkbuf_8",
  "status": "finished clean",
  "antenna_left": 0,
  "cts_max_level": 2,
  "synthCells": 235,
  "gp_congestion": 0.8193,
  "dpl_cell_area_um2": 2449,
  "numCtsBuffers": 5,
  "clk_pin_slew_ps": 60,
  "viasPerCell": 5.072,
  "rows": 31,
  "track_usage": 0.1158,
  "numSynthFlops": 41,
  "yosys_area_um2": 2232,
  "drv_slew": 0,
  "antenna_found_initial": 0,
  "first_iter_violations": 89,
  "dp_hpwl_um": 2880,
  "edf_count": 0,
  "pwr-share-comb": 0.071,
  "power_density_nw_per_um2": 275.8,
  "ios": 17,
  "overflow": 0,
  "cts_tree": "yes",
  "numPortBuffers": 16,
  "drc": 0,
  "largest_area_cell": "dfxtp_1",
  "crit_arrival_ps": 2390,
  "post_cts_buffers": 0,
  "min_from": "clock.counter[0]",
  "num_antenna_cells": 0,
  "coreArea_um2": 7214,
  "vdd_ir_drop_max_v": 0.0002962,
  "critPathMaxFanout": 19,
  "wl_met3_um": 173,
  "critPathCaptureType": "flop",
  "cts_max_path_buffers": 2,
  "skew_ps": 6.502,
  "synth_area_per_cell_um2": 9.498,
  "grt_max_degree": 28,
  "yosysWarnings": 4,
  "crit_path_start": "clock.counter[20]",
  "cp.required_ps": 3660,
  "synth-async-reset-ratio": 0.2927,
  "timing.setup.tns_ps": 0,
  "drv_cap": 0
}
[worst max-delay path, cell delays in order, from the launching register on]
cell	delay [ps]
dfxtp_1	450
nand4_1	210
or4b_4	590
o32ai_4	440
buf_4	350
nor3_1	90
[cell type report]
| type | instances | area, um2 | area share |
|---|---|---|---|
| well taps | 99 | 123.9 | 0.04858 |
| flip-flops and latches | 41 | 880.8 | 0.3454 |
| repair buffers | 18 | 175.2 | 0.06869 |
| clock inverters | 1 | 5.005 | 0.001963 |
| multi-input cells | 167 | 1209 | 0.4740 |
| inverters | 16 | 60.06 | 0.02355 |
| clock buffers | 7 | 96.34 | 0.03778 |
[per-stage QoR]
| stage | power [W] | std cells | utilization | setup WS, ps |
|---|---|---|---|---|
| 3_3_place_gp | 0.0004092 | 341 | 0.3394 | 1290 |
| 2_1_floorplan | 0.0003864 | 235 | - | 1675 |
| 6_report | 0.0007033 | 349 | 0.3535 | 1263 |
| 3_5_place_dp | 0.0004094 | 341 | 0.3394 | 1277 |
| 4_1_cts | 0.0007117 | 349 | 0.3535 | 1260 |
| 5_1_grt | 0.0007292 | 349 | 0.3535 | 1110 |
[flip-flops by register name, summed over array words and instances, names as in the netlist]
name / cells
clock.counter: 28
clock.Modclk: 1
Led: 4
count.count: 8
[path summary, 6_finish.rpt]
kind,end,slack (ps),cells after the start
hold reg to reg,clock.counter[0],480,1
setup reg to reg,clock.counter[11],1260,5
hold / removal,clock.counter[0],480,1
setup / recovery,clock.counter[11],1260,5
[cell usage in the layout (no fill, tap or decap), drive strengths merged, types with 5 or more instances in the layout]
master,synthesis,routed
nand4,6,6
xor2,7,7
inv,16,16
or3,11,11
nor3,16,16
and3,5,5
xnor2,5,5
clkdlybuf4s50,0,16
o21ai,9,9
a211oi,16,16
nand2,11,11
a21oi,9,9
dfrtp,12,12
o31ai,6,6
dfxtp,29,29
o22a,6,6
nand3,12,12
or4,7,7
clkbuf,4,7
[power by group through the flow]
stage     Sequential, W  Clock (W)  Combinational (W)
6_report       0.000352   0.000302          0.0000499
5_1_grt        0.000353   0.000321          0.0000556
4_1_cts        0.000352   0.000309          0.0000506
[kinds of logic after synthesis]
family                   synth area share
buffers and inverters             0.06390
multiplexers                      0.03363
AND-OR/OR-AND                      0.1979
other                            0.001680
AND/OR/NAND/NOR                    0.2444
XOR/XNOR                          0.04708
flip-flops                         0.3946
adder cells (fa/ha/maj)           0.01682
[per-layer routing]
layer	track usage	vias up
li1	-	913
met1	0.1771	830
met2	0.1839	23
met3	0.01798	4
met4	0.01026	0
met5	0	-
Power and IR drop assume default switching activity.
