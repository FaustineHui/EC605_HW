`flow/run.sh`:
```
#!/bin/bash
# OpenROAD 26Q1-2900-gdf79404cd8, Yosys 0.63+post, stock flow scripts
make -C /OpenROAD-flow-scripts/flow DESIGN_CONFIG=/design/flow/config.mk WORK_HOME=/design/flow/orfs finish
```
`flow/config.mk`:
```
export PLATFORM = sky130hd
export DESIGN_NAME = task3_carryselect
export DESIGN_NICKNAME = task3_carryselect
export VERILOG_FILES = /design/flow/design.v
export SDC_FILE = /design/flow/constraint.sdc
export NUM_CORES = 4
export LEC_CHECK = 1
export CORE_AREA = 10 10 70 70
export DIE_AREA = 0 0 80 80
```
`flow/constraint.sdc`:
```
current_design task3_carryselect

set clk_period 4.5
set clk_io_pct 0.2

create_clock -name clk0 -period $clk_period

set non_clock_inputs [all_inputs -no_clocks]
set_input_delay [expr $clk_period * $clk_io_pct] -clock clk0 $non_clock_inputs
set_output_delay [expr $clk_period * $clk_io_pct] -clock clk0 [all_outputs]
```
`flow/design.v`:
```
`timescale 1ns / 1ps
module Mux(A,B,S,Out);
input A,B,S;
output Out;
wire w1,w2,w3;
not not1(w1,S);
and and1(w2,A,w1);
and and2(w3,B,S);
or or1(Out,w2,w3);
endmodule
`timescale 1ns / 1ps
module fourbit_MUX(A,B,S,Out);
input [3:0]A,B;
input S;
output [3:0]Out;
Mux mux1(A[0],B[0],S,Out[0]);
Mux mux2(A[1],B[1],S,Out[1]);
Mux mux3(A[2],B[2],S,Out[2]);
Mux mux4(A[3],B[3],S,Out[3]);
endmodule
`timescale 1ns / 1ps
module fourbit_adder(A,B,Cin,Cout,Sum);
input [3:0]A,B;
input Cin;
output Cout;
output [3:0]Sum;
wire [2:0]w;
task1_fulladder add1(A[0],B[0],Cin,w[0],Sum[0]);
task1_fulladder add2(A[1],B[1],w[0],w[1],Sum[1]);
task1_fulladder add3(A[2],B[2],w[1],w[2],Sum[2]);
task1_fulladder add4(A[3],B[3],w[2],Cout,Sum[3]);
endmodule
`timescale 1ns / 1ps
module task1_fulladder(A,B,Cin,Cout,Sum);
    input A,B,Cin;
    output Cout,Sum;
    wire w1,w2,w3;
    and and1(w1,A,B);
    and and2(w2,A,Cin);
    and and3(w3,B,Cin);
    xor xor1(Sum,A,B,Cin);
    or or1(Cout,w1,w2,w3);
endmodule
`timescale 1ns / 1ps
module task3_carryselect(A,B,Cin,Cout,Sum);
input [7:0]A,B;
input Cin;
output Cout;
output [7:0]Sum;
wire [3:0] Sum1,Sum2;
wire w1,w2,w3;
fourbit_adder fadd1(A[7:4],B[7:4],0,w1,Sum1[3:0]);
fourbit_adder fadd2(A[7:4],B[7:4],1,w2,Sum2[3:0]);
fourbit_adder fadd3(A[3:0],B[3:0],Cin,w3,Sum[3:0]);
fourbit_MUX fmux1(Sum1[3:0],Sum2[3:0],w3,Sum[7:4]);
Mux mux1(w1,w2,w3,Cout);
endmodule
```
==> metrics.sh <==
SWITCHING_SHARE=0.2980
FP.DIEH_UM=80
POST-ROUTE-MIN-PERIOD_PS=4394
FMAX_GHz=0.2276
SYN_AREA_PER_CELL_UM2=10.54
CP_MAX_FO=5
DRTITER0DRC=2
PLACED_CELLS=101
PEAKVDDDROP_uV=46.89
NETLIST_TOP_CELLS_AREA='sky130_fd_sc_hd__fa_1 50%, sky130_fd_sc_hd__buf_4 15%, sky130_fd_sc_hd__inv_1 11%, sky130_fd_sc_hd__mux2_4 7.5%, sky130_fd_sc_hd__ha_1 6.3%'
FINAL_MIN_PERIOD_OVER_CLOCK_PERIOD=0.9765
SEQ_CELLS=0
SYNTH.DISTINCT_CELLS=8
START_KIND='primary input'
LAYOUT.CELLS.NON_FILLER=102
CELLLEAKAGEPOWER_uW=0.0003037
DETAIL_ROUTE.ANTENNA_DIODES=0
YOSYSCELLCOUNT=38
POWER.DENSITY_nW_PER_UM2=120.6
POWER_FRAC_SEQ=0
WORST_SLEW_MARGIN_REL=0.8776
HOLD_VIOL_FINAL=0
GRT_ANTENNA_BEFORE_REPAIR=0
DRCVIOLATIONCOUNT=0
AREA_GROWTH_PCT=66.56
PLACER_CONGESTION=0.8003
DRT_PRE_ANTENNA_ITERS=3
SEQUENTIAL_CELL_AREA_UM2=0
TIMING.FINAL.WS_SETUP_PS=105.7
CORE_REGION_AREA_UM2=3416
DPL_WORST_SLACK_PS=-49.98
GRT_PASS1_VIAS=302
POST-DP-HPWL_UM=912.9
PLACE.PORT_BUFFERS=26
POSTSYNTHCELLCOUNT=38
DRIVE_GT1_FRAC=0.1250
TIMING.HOLD.WS_PS=2674
MIN-DELAY-PATH-CLASS='in2out'
P_INT_uW=56.44
SYNTH_SEQUENTIAL_AREA_RATIO=0
WIRELENGTH_UM=958
FINALMAXSLEWVIOLATIONS=0
IOS=26
WARNING_COUNT=33
MAX_SLEW.WORST_PIN.SLEW_PS=183.0
TRACK_USAGE=0.02870
ROUTED_VIA_DENSITY=2.814
FLOORPLAN.DIE.WIDTH_UM=80
FILLERINSTANCES=368
FLOORPLAN.INITIALDENSITY=0.1172
SYN-CELL-AREA_UM2=400.4
MAX_CAP_VIOL_COUNT=0
TOTAL_SWITCHING_POWER_uW=23.96
GLOBAL_ROUTE.OVERFLOW_TOTAL=0
CP_DATA_REQUIRED_TIME_PS=3600
POWER.TOTAL_uW=80.40
CRITICALPATHCATEGORY='in2out'
CHIPAREA_UM2=6400
GRT_START_MAX_NET_PINS=6
POSTLAYOUTCELLAREA_UM2=666.9
PWR-SHARE-COMB=1.000
SETUP_REPAIR_AFTER_GLOBAL_ROUTING_MISSED_ITS_MARGIN='false'
SYNTH-AREA-YOSYS_UM2=400.4
RUN_STATUS='finished clean'
POST-SYNTH-TOP-AREA-CELL='sky130_fd_sc_hd__fa_1'
WL_PER_CELL_UM=9.392
END_KIND='output pin'
FLOORPLAN.ROWS=21
WIRE_LENGTH_OF_THE_FIRST_GLOBAL_ROUTING_PASS_UM=1469
POSTPLACECELLAREA_UM2=646.9
NUM-CLOCK-BUFFERS=0
DRTANTENNAVIOLNETS=0
CRIT_ARRIVAL_PS=3490
YOSYS.AREA.TOP_TYPE_SHARE=0.5000
PWR-SHARE-CLK=0
NUM_VIAS=287
SETUP_VIOL_COUNT_FINAL=0
TALLY_OF_YOSYS_WARNING_MESSAGES=2
## power by group through the flow
stage / clock network, µW / registers, µW / logic [µW]
CTS: 0 / 0 / 82.6
global route: 0 / 0 / 90.8
finish: 0 / 0 / 80.4
## final timing paths
path	slack [ps]	to	startpoint	cells after the start
setup / recovery	110	Sum[5]	B[0]	9
hold / removal	2670	Sum[7]	B[7]	5
## critical path, cell delays in order
cell	delay [ps]
sky130_fd_sc_hd__clkdlybuf4s50_1	400
sky130_fd_sc_hd__inv_1	70
sky130_fd_sc_hd__fa_1	160
sky130_fd_sc_hd__inv_1	50
sky130_fd_sc_hd__fa_2	340
sky130_fd_sc_hd__fa_2	370
sky130_fd_sc_hd__fa_2	460
sky130_fd_sc_hd__mux2_4	320
sky130_fd_sc_hd__clkdlybuf4s50_1	420
## kinds of logic (layout without fill, tap and decap cells)
group | Yosys count | count (layout) | synth area share
xor+xnor | 1 | 1 | 0.02188
fa+ha+maj | 12 | 12 | 0.5625
buf+inv | 21 | 39 | 0.2906
mux | 4 | 4 | 0.1250
## through the flow
step,util,setup TNS (ps)
after floorplan,-,0
after global placement,0.1894,-19.38
after detailed placement,0.1894,-91.75
after CTS,0.1901,0
after global routing,0.1952,0
final,0.1952,0
## timing repair
action,in CTS,in global routing
buffers inserted,0,1
resized,1,5
pin swaps,0,2
hold buffers,0,0
setup endpoints to repair,2,5
## layer usage
| metal | GRT usage | share of wire | up-vias |
|---|---|---|---|
| met5 | 0 | 0 | - |
| met4 | 0 | 0 | 0 |
| met3 | 0.01705 | 0.19 | 0 |
| met2 | 0.02809 | 0.26 | 27 |
| met1 | 0.04959 | 0.55 | 126 |
| li1 | - | - | 134 |
## placed cells by master (no fill, tap or decap)
| master | count |
|---|---|
| sky130_fd_sc_hd__buf_4 | 1 |
| sky130_fd_sc_hd__mux2i_1 | 2 |
| sky130_fd_sc_hd__fa_2 | 3 |
| sky130_fd_sc_hd__ha_1 | 2 |
| sky130_fd_sc_hd__clkdlybuf4s50_1 | 24 |
| sky130_fd_sc_hd__fa_1 | 7 |
| sky130_fd_sc_hd__inv_1 | 11 |
| sky130_fd_sc_hd__dlymetal6s2s_1 | 2 |
| sky130_fd_sc_hd__inv_2 | 1 |
| sky130_fd_sc_hd__mux2_4 | 2 |
| sky130_fd_sc_hd__xor2_1 | 1 |
## cell usage after synthesis
cell type and count:
sky130_fd_sc_hd__buf_4 8, sky130_fd_sc_hd__buf_6 1, sky130_fd_sc_hd__fa_1 10, sky130_fd_sc_hd__ha_1 2, sky130_fd_sc_hd__inv_1 12, sky130_fd_sc_hd__mux2_4 2
sky130_fd_sc_hd__mux2i_1 2, sky130_fd_sc_hd__xor2_1 1
## layout make-up
cell class,instances,area (µm²),area share
multi-input cells,17,291.5,0.4371
repair buffers,27,272.8,0.4090
well taps,46,57.56,0.08630
inverters,12,45.04,0.06754
No activity file was given, so power comes from the tool's default toggle rates.
